<file path="flow/design.v">
module RGBtoYCbCr(red_ch, green_ch, blue_ch,
		  luma_ch, cb_ch, cr_ch,
		  clk, rst);
   input rst;
   input clk;
   input [7:0] red_ch;
   input [7:0] green_ch;
   input [7:0] blue_ch;
   output [7:0] luma_ch;
   output [7:0] cb_ch;
   output [7:0] cr_ch;
   reg [7:0] luma_ch;
   reg [7:0] cb_ch;
   reg [7:0] cr_ch;
   parameter NC_red = 77;
   parameter NC_blue = 29;
   parameter NC_green = 150;
   always @(posedge clk)
   begin: RGB_to_YCbCr
     if (rst) begin  
      luma_ch <= 0;  
      cb_ch <= 0;
      cr_ch <= 0;
     end
     else begin
      luma_ch <= (NC_red*red_ch) + (NC_green*green_ch) + (NC_blue*blue_ch);
      cb_ch <= 0;
      cr_ch <= 0;
     end
   end  
endmodule  
</file>
<file path="flow/run.sh">
#!/bin/bash
# OpenROAD 26Q1-2900-gdf79404cd8, Yosys 0.63+post, stock flow scripts
make -C /OpenROAD-flow-scripts/flow DESIGN_CONFIG=/design/flow/config.mk WORK_HOME=/design/flow/orfs finish
</file>
<file path="flow/config.mk">
export PLATFORM = sky130hd
export DESIGN_NAME = RGBtoYCbCr
export DESIGN_NICKNAME = RGBtoYCbCr
export VERILOG_FILES = /design/flow/design.v
export SDC_FILE = /design/flow/constraint.sdc
export NUM_CORES = 4
export LEC_CHECK = 1
export CORE_UTILIZATION = 50
</file>
<file path="flow/constraint.sdc">
current_design RGBtoYCbCr

set clk_period 4.6
set clk_io_pct 0.2

create_clock -name clk0 -period $clk_period [get_ports {clk}]

set non_clock_inputs [all_inputs -no_clocks]
set_input_delay [expr $clk_period * $clk_io_pct] -clock clk0 $non_clock_inputs
set_output_delay [expr $clk_period * $clk_io_pct] -clock clk0 [all_outputs]
</file>
==> flow_metrics.py <==
# Synthesis and PnR figures
metrics = {
    "status": {
        "status": "finished, violations left",
        "violations": "negative setup slack",
    },
    "synthesis": {
        "netlist_area_um2": 1800,
        "ys_sh_mux_pct": 0,
        "yosys.area.top_type": "ha_1",
        "topCellsByArea": "ha_1 (28%), fa_1 (27%), xnor2_1 (11%)",
        "synth_cells": 181,
        "ys_cells": 181,
        "yosysWarnings": 1,
        "synth-edff-count": 0,
        "ys_sh_aoi_pct": 3.06,
        "synth_cell_types": 14,
        "synth_top_cell_by_count": "inv_1",
        "synthArstFlopShare_pct": 0,
        "ys_sh_adder_pct": 54.5,
        "top_cell_area_share_pct": 27.8,
        "synth_flops": 8,
        "yosys-stat-area_um2": 1800,
        "top_logic_kind": "adder cells",
        "yosys-top-cells-count": "inv_1 (44), ha_1 (40), fa_1 (24)",
        "ff_type": "dfxtp_1",
        "ys_seq_share_pct": 8.90,
        "synth_simple_gate_area_share_pct": 2.64,
        "xor_area_share_pct": 14.9,
        "synth.avg_cell_area_um2": 9.95,
    },
    "power_and_ir_drop": {
        "p_sw_mw": 0.643,
        "p_comb_share_pct": 90.4,
        "p_sw_share_pct": 38.9,
        "max-vdd-ir-drop_uv": 351,
        "clkPwrFrac_pct": 3.3,
        "power_density_nw_per_um2": 642,
        "seq_power_share_pct": 6.3,
        "leakage_nw": 1.25,
        "finalPower_mw": 1.65,
        "p_int_mw": 1.01,
    },
    "grt": {
        "grt_pass1_wl_mm": 5.06,
        "first_global_vias": 1229,
        "grt_max_degree": 9,
        "grtUsageTotal_pct": 19.1,
        "antenna_found_initial": 0,
        "grt-ovfl-total": 0,
    },
    "sta": {
        "fin_tns_setup_ns": -0.818,
        "rsz0062_at_grt": "yes",
        "period_needed_ns": 5.01,
        "maxClockFrequency_mhz": 200,
        "final_max_slew_viol_count": 0,
        "hold_violations": 0,
        "final.setup.worst_slack_ns": -0.412,
        "finalSetupViolations": 2,
        "finalCritPeriodShare_pct": 109,
    },
    "routing": {
        "drt_iter0_markers": 8,
        "num_vias": 1244,
        "avgRoutedWirePerCell_um": 10.7,
        "wl_mm": 3.05,
        "ant_nets": 0,
        "via_per_inst": 4.36,
        "diodes": 0,
        "drc": 0,
        "drtPass1Iterations": 2,
    },
    "final_layout": {
        "final_util_pct": 75.9,
        "largestRegisters": "luma_ch (8)",
        "final_area_um2": 2570,
        "top_register": "luma_ch",
        "area_growth_syn_to_layout_pct": 42.9,
        "drive_above_1_share_pct": 28.9,
        "largest_reg_flops": 8,
    },
    "flow_run": {
        "maxCapViolCount": 0,
        "warnings": 30,
    },
    "worst_setup_path": {
        "cp-start-kind": "primary input",
        "worstSetupEndpointType": "flip-flop",
        "crit_chain": "buf_6 -> ha_4 -> ha_4 -> inv_2 -> fa_1 -> inv_2 -> ha_4 -> xor2_2 -> fa_1 -> inv_1 -> ha_1 -> inv_2 -> fa_1 -> inv_1 -> fa_2 -> ha_4 -> buf_4 -> buf_4 -> buf_6 -> xor2_1 -> nor2_1",
        "critPathMaxFanout": 2,
        "worstPathArrival_ns": 5.14,
        "critPathMaxStageDelay_ns": 0.55,
        "path_delay_family": "adder cells",
        "cp_num_buf_inv": 9,
        "cp.required_ns": 4.73,
        "cp_slowest_cell": "fa_2",
        "crit_type": "primary input to flip-flop",
        "cpMostUsedCell": "ha_4",
    },
    "die": {
        "initCoreUtil_pct": 53.1,
        "die_h_um": 62.0,
        "die_width_um": 62.0,
        "coreArea_um2": 3390,
        "rows": 21,
        "die_area_um2": 3840,
        "io_pins": 50,
    },
    "placement": {
        "port_buffers": 32,
        "gp_congestion": 0.830,
        "place_area_um2": 2350,
        "dp_hpwl_mm": 2.67,
    },
    "clock_network": {
        "clkSinkCount": 8,
        "cts_tree": "done",
        "cts_buffer_depth": 2,
        "clk_pin_slew_ns": 0.06,
        "cts_root_buffer": "clkbuf_4",
        "cts_hold_buf": 0,
        "htreeDepth": 1,
        "numCtsBuffers": 3,
    },
    "min_path": {
        "min_path_cells": 5,
        "worst_hold_path.endpoint": "luma_ch[1]",
        "hp-class": "primary input to flip-flop",
        "hp-start": "blue_ch[1]",
    },
}
==> power by group through the flow <==
stage	logic, mW	clock network (mW)	registers, mW
6_report	1.49	0.0543	0.104
5_1_grt	1.67	0.0632	0.108
4_1_cts	1.31	0.0586	0.104
==> per-stage QoR <==
stage               hold WS (ns)  worst slack, ns  instances
floorplan                  0.987           -0.541        196
global placement            1.58            -1.17        279
detailed placement          1.57            -1.26        279
CTS                         1.31           -0.443        284
global route                1.33           -0.529        285
finish                      1.30           -0.412        285
==> worst max path at each step <==
| stage | endpoint | cells after the start | from | slack [ns] |
|---|---|---|---|---|
| global route | luma_ch[7] | 19 | green_ch[4] | -0.53 |
| finish | luma_ch[6] | 21 | green_ch[4] | -0.41 |
| CTS | luma_ch[7] | 19 | green_ch[4] | -0.44 |
==> cell type report <==
class | count | area (um^2)
inverter | 44 | 165
tap | 46 | 57.6
sequential | 8 | 160
clock buffer | 3 | 22.5
fill | 227 | 816
timing repair buffer | 56 | 505
multi-input combinational | 128 | 1660
==> cells by family after synthesis <==
logic type,after synthesis
DFF,8
and+or+nand+nor,10
other,1
adders and majority gates,64
buffers and inverters,60
AOI/OAI and AO/OA,9
xor gates and xnor gates,29
==> cell usage in the layout (no fill, tap or decap), types with 8 or more instances in the layout <==
| cell type | instances |
|---|---|
| buf_4 | 20 |
| conb_1 | 16 |
| ha_1 | 24 |
| xnor2_1 | 20 |
| ha_4 | 15 |
| inv_1 | 34 |
| dfxtp_1 | 8 |
| buf_6 | 8 |
| clkdlybuf4s50_1 | 22 |
| fa_1 | 22 |
| inv_2 | 10 |
==> tightest hold or removal path, stage by stage <==
cell	delay (ns)
clkbuf_2	0.11
buf_4	0.12
ha_1	0.13
ha_1	0.12
nor2b_1	0.11
==> repair_timing <==
| action | in CTS | in global routing |
|---|---|---|
| gates resized | 48 | 20 |
| endpoints found under the setup margin | 4 | 4 |
| pin swaps | 25 | 14 |
| setup buffers | 2 | 1 |
==> layer usage <==
metal | wire length [um] | part of all wire, % | global-route usage, % | vias up
met1 | 1460 | 48 | 29.4 | 574
li1 | - | - | - | 637
met4 | 12 | 0.39 | 1.90 | 0
met3 | 106 | 3.5 | 2.31 | 2
met2 | 1470 | 48 | 31.8 | 31
met5 | 0 | 0 | 0 | -
Power and IR drop assume default switching activity.
