--- /design/flow/config.mk ---
export PLATFORM = sky130hd
export DESIGN_NAME = SignIdentification
export DESIGN_NICKNAME = SignIdentification
export VERILOG_FILES = /design/flow/design.v
export SDC_FILE = /design/flow/constraint.sdc
export NUM_CORES = 4
export LEC_CHECK = 1
export CORE_AREA = 10 10 70 70
export DIE_AREA = 0 0 80 80
--- /design/flow/constraint.sdc ---
current_design SignIdentification

set clk_period 2.0
set clk_io_pct 0.2

create_clock -name clk0 -period $clk_period [get_ports {clk}]

set non_clock_inputs [all_inputs -no_clocks]
set_input_delay [expr $clk_period * $clk_io_pct] -clock clk0 $non_clock_inputs
set_output_delay [expr $clk_period * $clk_io_pct] -clock clk0 [all_outputs]
--- /design/flow/design.v ---
module SignIdentification(thumb_status,
			  index_status,
			  middle_status,
			  ring_status,
			  pinky_status,
			  sign_value,
			  rst,clk);
   input      thumb_status;
   input      index_status;
   input      middle_status;
   input      ring_status;
   input      pinky_status;
   output [3:0] sign_value;
   input 	rst, clk;
   reg 		sign_value;
   reg [4:0] 	finger_db;
   always @(posedge clk) begin
      if(rst) begin
	 sign_value <= 4'b0000;
      end
      else begin
	 finger_db <= {pinky_status, ring_status, middle_status, index_status, thumb_status};
	 case(finger_db)
	   5'b00010 : sign_value <= 1;
	   5'b00110 : sign_value <= 2;
  	   5'b00111 : sign_value <= 3;
	   5'b01111 : sign_value <= 4;
	   5'b11111 : sign_value <= 5;
	   5'b01110 : sign_value <= 6;
	   5'b10110 : sign_value <= 7;
	   5'b11010 : sign_value <= 8;
	   5'b11100 : sign_value <= 9;
	   default : sign_value <= 0;
	 endcase  
      end  
   end  
endmodule  
--- /design/flow/run.sh ---
#!/bin/bash
# OpenROAD 26Q1-2900-gdf79404cd8, Yosys 0.63+post, stock flow scripts
make -C /OpenROAD-flow-scripts/flow DESIGN_CONFIG=/design/flow/config.mk WORK_HOME=/design/flow/orfs finish
==> flow_summary.yaml <==
# generated from flow reports
grt:
  grt_usage_pct: 2.31
  grt_overflow: 0
  antenna_found_initial: 0
  grt_pass1_vias: 246
  use_met1_pct: 2.72
  grt_max_degree: 9
  grt-busiest-layer: "met3"
  met2_usage_pct: 2.25
  met3_usage_pct: 3.41
  grt_first_pass_wirelength_um: 1110
placed_design:
  place_area_um2: 554
  dpl.hpwl_um: 581
  placed_cells: 88
  io_buffers: 10
  dp_slack_ns: 0.622
  gp_congestion: 0.664
clock_network:
  cts_sinks: 9
  cts-root-buf: "clkbuf_4"
  cts_hold_buf: 0
  cts.repair.resized: 0
  clkTransAtPathRegs_ns: 0.05
  numCtsBuffers: 3
  postCtsSetupBuffers: 0
  cts_tree: "built"
  insertion_delay_ns: 0.25
  max-clock-path-buffers: 2
  htree_levels: 1
sta:
  setup_viol: 0
  worstMarginPinSlew_ns: 0.258
  slew-limit-headroom_pct: 82.8
  max_freq_mhz: 713
  fin_skew_ns: 0.000860
  period_used_pct: 70.1
  tns_ns: 0
  setup_slack_ns: 0.597
  hold_viol: 0
  hold_ws_ns: 0.646
  rsz0062_at_grt: "false"
  fin_crit_ns: 1.40
  report.final.slew_viol_count: 0
detailed_routing:
  drtIter0Drc: 6
  drt-total-wl_um: 679
  vias_per_cell: 2.90
  route.detailed.drc: 0
  via_count: 267
  diodes: 0
  firstDrtPassIters: 2
  wl_per_cell_um: 7.38
  postRouteAntennaNets: 0
power_and_ir_drop:
  switching_share_pct: 19.9
  finalPower_mw: 0.394
  power.clock.fraction_pct: 32.1
  seqPwrFrac_pct: 56.1
  intPower_mw: 0.316
  ir_drop_v: 0.000233
  power.net_switching_mw: 0.0784
  p_leak_nw: 0.212
  power_density_nw_per_um2: 679
  combPwrFrac_pct: 11.8
synth:
  synth.avg_cell_area_um2: 12.1
  yosys-stat-area_um2: 413
  netlist_area_um2: 413
  ys_ff: 9
  area_leaders: "edfxtp_1, dfxtp_1, ha_1"
  yosysWarnings: 1
  top_area_share_pct: 36.4
  ys_seq_share_pct: 55.8
  top_area_cell: "edfxtp_1"
  synth.distinct_cells: 18
  yosys_cells: 34
  netlist_instances: 34
floorplan:
  fp_util_pct: 12.1
  die_width_um: 80
  rows: 21
  die_h_um: 80
  core_area_um2: 3420
  ioPinCount: 11
  die_area_um2: 6400
worst_hold_path:
  whs_path_depth: 2
  holdCritStartpoint: "finger_db[1]"
  hp-class: "reg -> reg"
  whs_endpoint: "sign_value[1]"
critical_path:
  r2r_slack_ns: 0.61
  worst-setup-path-type: "reg -> out"
  r2r_start: "finger_db[0]"
  crit_chain: "clkdlybuf4s50_1"
  worst_ep_arrival_time_ns: 1.00
  rr_endpoint: "sign_value[0]"
  path_delay_family: "buffers and inverters"
  path_max_fanout: 1
  reg2reg_depth: 4
  crit_required_ns: 1.60
  worstSetupStartpointType: "register"
  cp-end-kind: "output pin"
  cp_num_buf_inv: 1
  cp_slowest_cell: "clkdlybuf4s50_1"
  max_stage_delay_ns: 0.45
cells_and_area:
  final_area_um2: 581
  layout_top_cells: "clkdlybuf4s50_1, edfxtp_1, dfxtp_1"
  layout-drive-gt1-share_pct: 6.52
  final_util_pct: 17.0
  fill_cells: 386
  final_common_cell: "clkdlybuf4s50_1"
  syn_to_final_growth_pct: 40.6
  fin_cells: 92
outcome:
  status: "finished, final reports clean"
flow_run:
  drv_cap: 0
  warning_count: 27
## cell families after synthesis
family / share of synthesized area, %
DFF: 55.8
xor gates and xnor gates: 2.12
AOI/OAI and AO/OA: 4.55
muxes: 7.88
buffers and inverters: 6.67
adders and majority gates: 9.09
and+or+nand+nor: 13.9
## flip-flops by register name (all words and copies together), names as in the netlist
name	flops
sign_value	4
finger_db	5
## tightest hold or removal path: cells and delay by family, from the launching register on
family	cells	cell delay (ns)
AOI/OAI and AO/OA	1	0.11
DFF	1	0.41
and+or+nand+nor	1	0.08
## power by group through the flow
stage	combinational, mW	sequential [mW]	clock, mW
4_1_cts	0.0472	0.221	0.132
5_1_grt	0.0538	0.223	0.147
6_report	0.0463	0.221	0.127
## synthesized netlist by cell type (all sizes together)
library cell	instances
nand2	3
edfxtp	5
nand4b	1
a22oi	1
ha	3
xor2	1
a31oi	1
nor3	1
nor2	2
buf	2
nand3b	2
mux2	2
mux2i	1
dfxtp	4
a21oi	1
inv	3
or4b	1
## worst max path at each step
stage	startpoint	end	slack (ns)	depth (start not counted)
after CTS	sign_value[1]	sign_value[1]	0.58	1
after global routing	finger_db[0]	sign_value[0]	0.52	4
final	sign_value[2]	sign_value[2]	0.60	1
## per-layer routing
metal,vias up,share of wire [%]
met5,-,0
met3,0,28
li1,142,-
met2,14,28
met4,0,0
met1,111,44
## cell type report
class	count	area, µm²	share of cell area, %
clock buffer	4	26.3	4.53
inverter	3	11.3	1.94
multi-input combinational	20	155	26.7
sequential	9	230	39.7
tap	46	57.6	9.91
timing repair buffer	10	100	17.2
No activity file was given, so power comes from the tool's default toggle rates.
