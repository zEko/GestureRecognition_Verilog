[config.mk]
export PLATFORM = sky130hd
export DESIGN_NAME = FingerIdentification
export DESIGN_NICKNAME = FingerIdentification
export VERILOG_FILES = /design/flow/design.v
export SDC_FILE = /design/flow/constraint.sdc
export NUM_CORES = 4
export LEC_CHECK = 1
export CORE_UTILIZATION = 40
[run.sh]
#!/bin/bash
# OpenROAD 26Q1-2900-gdf79404cd8, Yosys 0.63+post, stock flow scripts
make -C /OpenROAD-flow-scripts/flow DESIGN_CONFIG=/design/flow/config.mk WORK_HOME=/design/flow/orfs finish
[design.v]
module FingerIdentification(object_image,
                            palm_width,
                            palm_height,
                            start_of_palm_r,
                            start_of_palm_c,
                            end_of_palm_r,
                            end_of_palm_c,
                            thumb_status,
                            index_status,
                            middle_status,
                            ring_status,
                            pinky_status,
                            rst,clk);
   input object_image;
   input [7:0] palm_width, palm_height;
   input [7:0] start_of_palm_r, start_of_palm_c;
   input [7:0] end_of_palm_r, end_of_palm_c;
   output      thumb_status, index_status, middle_status, ring_status, pinky_status;
   input       rst, clk;
   reg         thumb_status=0;
   reg 	       index_status=0;
   reg 	       middle_status=0;
   reg 	       ring_status=0;
   reg 	       pinky_status=0;
   reg [7:0] 	IMAGE_WIDTH=120, IMAGE_HEIGHT=160;
   reg [7:0] 	row_count = 0, col_count = 0;
   reg [7:0]   pinky_true=0;
   reg [7:0]   ring_true=0;
   reg [7:0]   middle_true=0;
   reg [7:0]   index_true=0;
   reg [7:0]   thumb_true=0;
   reg [7:0]   pinky_left = 0;
   reg [7:0]   pinky_right = 0;
   reg [7:0]   pinky_top = 0;
   reg [7:0]   pinky_bottom = 0;
   reg [7:0]   ring_left = 0;
   reg [7:0]   ring_right = 0;
   reg [7:0]   ring_top = 0;
   reg [7:0]   ring_bottom = 0;
   reg [7:0]   middle_left = 0;
   reg [7:0]   middle_right = 0;
   reg [7:0]   middle_top = 0;
   reg [7:0]   middle_bottom = 0;
   reg [7:0]   thumb_left = 0;
   reg [7:0]   thumb_right = 0;
   reg [7:0]   thumb_top = 0;
   reg [7:0]   thumb_bottom = 0;
   reg [7:0]   index_left = 0;
   reg [7:0]   index_right = 0;
   reg [7:0]   index_top = 0;
   reg [7:0]   index_bottom = 0;
   always @(posedge clk) begin
      if(rst) begin
         thumb_status <= 0;
         index_status <= 0;
         middle_status <= 0;
         ring_status <= 0;
         pinky_status <= 0;
      end
      else begin
         if(col_count >= IMAGE_WIDTH-1) begin
            col_count <= 0;
            row_count <= row_count + 1;
         end
         else begin
               col_count <= col_count + 1;
         end
         if (palm_width != 0) begin
            pinky_left <= end_of_palm_c - (palm_width >> 2 ) + palm_width;
            pinky_right <= end_of_palm_c - (palm_width >> 2 );
            pinky_bottom <= end_of_palm_r + palm_height;
            pinky_top <= end_of_palm_r + palm_height + palm_height;	    
            if(row_count > pinky_bottom && row_count < pinky_top && col_count > pinky_right && col_count < pinky_left) begin
               if(object_image == 1) begin
                  pinky_true <= pinky_true + 1;
               end
               if(pinky_true > 200) begin
                  pinky_status <= 1;
               end
            end
            ring_left <= end_of_palm_c - (palm_width >> 2 ) - 3;
            ring_right <= start_of_palm_c + (palm_width >> 1) - 5;
            ring_bottom <= end_of_palm_r + palm_height;
            ring_top <= end_of_palm_r + palm_height + palm_height;	    
            if(row_count > ring_bottom && row_count < ring_top && col_count > ring_right && col_count < ring_left) begin            
               if(object_image == 1) begin
                  ring_true <= ring_true + 1;
               end
               if(ring_true > 250) begin
                  ring_status <= 1;
               end
            end
            middle_left <= start_of_palm_c + (palm_width >> 1) - 5 - 7;
            middle_right <=  start_of_palm_c + (palm_width >> 1) - 5 - 7 - (palm_width >> 1);
            middle_bottom <= end_of_palm_r + palm_height;
            middle_top <= end_of_palm_r + palm_height + palm_height;	    
            if(row_count > middle_bottom && row_count < middle_top && col_count > middle_right && col_count < middle_left) begin                    
               if(object_image == 1) begin
                  middle_true <= middle_true + 1;
               end
               if(middle_true > 250) begin
                  middle_status <= 1;
               end
            end
            index_left <= start_of_palm_c + (palm_width >> 1) - 5 - 7 - (palm_width >> 1);
            index_right <= start_of_palm_c + (palm_width >> 1) - 5 - 7 - (palm_width >> 1) - palm_width;
            index_bottom <= end_of_palm_r + palm_height;	    
            index_top <= end_of_palm_r + palm_height + palm_height;
            if(row_count > index_bottom && row_count < index_top && col_count > index_right && col_count < index_left) begin
               if(object_image == 1) begin
                  index_true <= index_true + 1;
               end
               if(index_true > 250) begin
                  index_status <= 1;
               end
            end
            thumb_left <= start_of_palm_c - 10;
            thumb_right <= start_of_palm_c - 10 - palm_height;
            thumb_bottom <= start_of_palm_r;
            thumb_top <= start_of_palm_r + 30;
            if(row_count > thumb_bottom && row_count < thumb_top && col_count > thumb_right && col_count < thumb_left) begin      
               if(object_image == 1) begin
                  thumb_true <= thumb_true + 1;
               end
               if(thumb_true > 250) begin
                  thumb_status <= 1;
               end
            end
         end  
      end  
   end  
endmodule  
[constraint.sdc]
current_design FingerIdentification

set clk_period 7.6
set clk_io_pct 0.2

create_clock -name clk0 -period $clk_period [get_ports {clk}]

set non_clock_inputs [all_inputs -no_clocks]
set_input_delay [expr $clk_period * $clk_io_pct] -clock clk0 $non_clock_inputs
set_output_delay [expr $clk_period * $clk_io_pct] -clock clk0 [all_outputs]
==> CHANGELOG.md <==
### Physical design

* Outcome: complete, no violations
* Area of the synthesized netlist per yosys stat at 0.0111 sq mm
* Die outline area at 0.0285 sq mm
* CP required at 7.76 ns
* Fin crit period at 5.71 ns
* Max Fanout on Critical Path at 5
* DR pass1 iterations at 4
* Mean instance size in the synthesized netlist at 10.9 sq um
* Number of distinct standard cells referenced by the synthesized netlist at 48
* Final worst path period share at 75.1%
* RSZ-0062 raised after global routing: no
* Final core utilization at 47.1%
* Area overhead of the layout relative to synthesis at 14.6%
* Worst-case clock buffer depth at 2
* Count of hold-fix buffers inserted at cts at 0
* MI comb area at 0.00556 sq mm
* TritonCTS clock tree: done
* DRC Markers at 0
* Pwr/cell area at 243 mW/mm^2
* Capturing point of the worst reg2reg path: index_true[0]$_DFFE_PP_
* Total clock sinks at 164
* Number of port buffers at 55
* Count of endpoints failing setup in the final report at 0
* DIE HEIGHT at 169 um
* Kind of critical path: in2reg
* Overall routed net length at 21200 um
* Chip Width at 169 um
* Diodes inserted at 0
* Proportion of register bits with asynchronous set or reset after synthesis at 0%
* Source of the critical timing path: palm_width[2]
* Std cell rows at 60
* Vias in the first global route at 6952
* H-tree depth at 4
* Floorplan core density at 41.1%
* Reg clk slew, reported paths at 0.06 ns
* Routed vias at 7068
* Global placer's final weighted congestion at 0.836
* Fin. Hold Viols at 0
* Area used by sequential logic in the layout at 0.00487 sq mm
* Count of routing violations after the opening detailed-route iteration at 355
* Clock Skew at 0.0152 ns
* Tool Warnings at 40
* Vias per std cell at 4.77
* Wire length of the first global-routing pass at 35100 um
* WHS at 0.454 ns
* Core Box Area at 0.0271 sq mm
* Worst-case vdd ir drop at 0.151 mV
* Hold WC Path Type: reg2reg
* Number of antenna violations at the first check in global routing at 0
* Pin count of the biggest net entering global routing at 104
* Postcts setup bufs at 0
* Achievable Freq at 175 MHz
* Post-synth EDFFs at 159
* Most common reg cell: sky130_fd_sc_hd__edfxtp_1
* Data arrival, critical path at 5.87 ns
* Number of maximum-capacitance constraint violations at 0
* Cell at the root of the clock tree: sky130_fd_sc_hd__clkbuf_16
* Max Slew Vio Count at 0
* Average routed wire per standard cell at 14.3 um
* Ys cells at 1020
* Post-DP HPWL at 16400 um
* Static Leakage at 5.70 nW
* GRT Total Usage at 16.6%
* Register bit count reported by yosys at 164
* Tally of yosys warning messages at 1
* Number of ports placed on the die boundary at 56
* Logic depth of the worst register-to-register path at 8
* End point of the critical path: index_right[7]$_DFFE_PP_
* Post-Synthesis Cells at 1020
* Number of gates resized after cts at 0
* Synthesized cell area at 0.0111 sq mm
* Critical path endpoint category: flop
* Reg-to-Reg Start: col_count[1]$_SDFFCE_PN0N_
* Total Neg Setup Slack at 0 ns
* Category of the worst setup path launch point: input pin
* Count of nets left with antenna violations after detail routing at 0
* Total overflow reported by the global router at 0
* Worst slew slack as a fraction of its limit at 51.0%
* Measured slew at the worst slew-check pin at 0.732 ns
* Register-to-register setup slack at 4.42 ns
* Clk Latency, worst-skew pair at 0.42 ns
* Sequential cell area fraction in the yosys report at 43.8%
* Filler instances at 2423
* CTS Buf Count at 17
* Layout cells sized above 1 at 3.88%
## kinds of logic after synthesis
kind of cell / after synthesis / synth area share, %
adder cells (fa/ha/maj): 195 / 22.5
buffers and inverters: 189 / 6.37
AND/OR/NAND/NOR: 185 / 8.55
AND-OR/OR-AND: 173 / 9.53
flip-flops: 164 / 43.8
XOR/XNOR: 113 / 9.21
other: 1 / 0.0337
## cells in the final DEF (no fill, tap or decap), types with 25 or more instances in the layout
master,synthesis,final
sky130_fd_sc_hd__ha_1,186,186
sky130_fd_sc_hd__xnor2_1,68,68
sky130_fd_sc_hd__nand2_1,32,32
sky130_fd_sc_hd__nor2_1,44,44
sky130_fd_sc_hd__a21o_1,25,25
sky130_fd_sc_hd__edfxtp_1,159,159
sky130_fd_sc_hd__nand3_1,25,25
sky130_fd_sc_hd__xor2_1,41,41
sky130_fd_sc_hd__clkdlybuf4s50_1,0,55
sky130_fd_sc_hd__a21oi_1,68,67
sky130_fd_sc_hd__inv_1,189,189
sky130_fd_sc_hd__o21ai_0,34,34
## stage by stage
| stage | std cells | instance area [sq um] | setup WS (ns) | power (W) |
|---|---|---|---|---|
| after detailed placement | 1450 | 12200 | 1.48 | 0.00229 |
| final | 1481 | 12800 | 1.89 | 0.00310 |
| after floorplan | 1020 | 11100 | 0.430 | 0.00204 |
| after global routing | 1481 | 12800 | 1.68 | 0.00333 |
| after global placement | 1450 | 12200 | 1.53 | 0.00228 |
| after CTS | 1481 | 12800 | 1.91 | 0.00313 |
## flip-flops by register name, indices dropped and copies added, names as in the netlist, 8 cells and up
signal and flops:
col_count 8, index_right 8, index_true 8, middle_left 8, middle_right 8, middle_true 8
pinky_bottom 8, pinky_left 8, pinky_right 8, pinky_top 8, pinky_true 8, ring_left 8
ring_right 8, ring_true 8, row_count 8, thumb_bottom 8, thumb_left 8, thumb_right 8
thumb_true 8
## power breakdown
part | switching (W) | internal, W
clock network | 0.000348 | 0.000483
registers | 0.0000569 | 0.00120
logic | 0.000547 | 0.000466
total | 0.000952 | 0.00215
## critical path, stage by stage
cell and delay, ns:
sky130_fd_sc_hd__clkdlybuf4s50_1 0.63, sky130_fd_sc_hd__inv_1 0.19, sky130_fd_sc_hd__ha_1 0.31, sky130_fd_sc_hd__inv_1 0.04
sky130_fd_sc_hd__ha_1 0.22, sky130_fd_sc_hd__fa_1 0.50, sky130_fd_sc_hd__and3_1 0.22, sky130_fd_sc_hd__or2_2 0.31
sky130_fd_sc_hd__nor2_1 0.13, sky130_fd_sc_hd__xor2_1 0.22, sky130_fd_sc_hd__ha_1 0.30, sky130_fd_sc_hd__xnor2_1 0.21
sky130_fd_sc_hd__ha_1 0.29, sky130_fd_sc_hd__or2_2 0.28, sky130_fd_sc_hd__a21oi_1 0.15, sky130_fd_sc_hd__a21oi_1 0.07
sky130_fd_sc_hd__xnor2_1 0.14, sky130_fd_sc_hd__xnor2_1 0.13
## metal layers
layer	track usage [%]	vias to the layer above	wire, um
met4	1.74	0	233
met1	26.5	3270	10600
met3	4.38	7	1050
met2	24.6	101	9300
li1	-	3690	-
met5	0	-	0
## cells in the mapped netlist, types with 2 or more instances
| cell | number | area (sq um) |
|---|---|---|
| sky130_fd_sc_hd__xor2_1 | 41 | 359 |
| sky130_fd_sc_hd__nor2_1 | 44 | 165 |
| sky130_fd_sc_hd__nor3_1 | 8 | 40.0 |
| sky130_fd_sc_hd__edfxtp_1 | 159 | 4770 |
| sky130_fd_sc_hd__nor2b_1 | 19 | 119 |
| sky130_fd_sc_hd__a21boi_0 | 5 | 37.5 |
| sky130_fd_sc_hd__o2111ai_1 | 3 | 26.3 |
| sky130_fd_sc_hd__a21oi_1 | 68 | 340 |
| sky130_fd_sc_hd__inv_1 | 189 | 709 |
| sky130_fd_sc_hd__nand3_1 | 25 | 125 |
| sky130_fd_sc_hd__xnor2_1 | 68 | 596 |
| sky130_fd_sc_hd__fa_1 | 9 | 180 |
| sky130_fd_sc_hd__ha_1 | 186 | 2330 |
| sky130_fd_sc_hd__a21o_1 | 25 | 188 |
| sky130_fd_sc_hd__o21a_1 | 9 | 67.6 |
| sky130_fd_sc_hd__nor3b_1 | 2 | 15.0 |
| sky130_fd_sc_hd__xor2_2 | 2 | 32.5 |
| sky130_fd_sc_hd__o211ai_1 | 2 | 15.0 |
| sky130_fd_sc_hd__nand2b_1 | 15 | 93.8 |
| sky130_fd_sc_hd__o21bai_1 | 13 | 97.6 |
| sky130_fd_sc_hd__o21ai_0 | 34 | 170 |
| sky130_fd_sc_hd__dfxtp_1 | 5 | 100 |
| sky130_fd_sc_hd__o41ai_1 | 2 | 17.5 |
| sky130_fd_sc_hd__and3_1 | 8 | 50.1 |
| sky130_fd_sc_hd__nand4_1 | 17 | 106 |
| sky130_fd_sc_hd__a211o_1 | 2 | 17.5 |
| sky130_fd_sc_hd__or2_2 | 3 | 18.8 |
| sky130_fd_sc_hd__nor4_1 | 5 | 31.3 |
| sky130_fd_sc_hd__nand3b_1 | 2 | 15.0 |
| sky130_fd_sc_hd__nand2_1 | 32 | 120 |
## worst min path at each step
stage,from,to,slack (ns),cells past startpoint
global route,pinky_status$_SDFFE_PP0P_,pinky_status$_SDFFE_PP0P_,0.49,2
finish,pinky_status$_SDFFE_PP0P_,pinky_status$_SDFFE_PP0P_,0.45,2
CTS,pinky_status$_SDFFE_PP0P_,pinky_status$_SDFFE_PP0P_,0.46,2
## area by class of cell
class | count | share of cell area [%]
clock buffer | 19 | 3.39
sequential | 164 | 38.2
multi-input combinational | 667 | 43.6
timing repair buffer | 58 | 4.59
inverter | 189 | 5.56
clock inverter | 12 | 1.02
tap | 372 | 3.65
Power and IR drop assume default switching activity.
